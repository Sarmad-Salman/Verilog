==> flow/config.mk <==
export PLATFORM = sky130hd
export DESIGN_NAME = counter
export DESIGN_NICKNAME = counter
export VERILOG_FILES = /design/flow/design.v
export SDC_FILE = /design/flow/constraint.sdc
export NUM_CORES = 4
export LEC_CHECK = 1
export CORE_AREA = 10 10 96 96
export DIE_AREA = 0 0 106 106
==> flow/constraint.sdc <==
current_design counter

set clk_period 3.5
set clk_io_pct 0.2

create_clock -name clk0 -period $clk_period [get_ports {clk}]

set non_clock_inputs [all_inputs -no_clocks]
set_input_delay [expr $clk_period * $clk_io_pct] -clock clk0 $non_clock_inputs
set_output_delay [expr $clk_period * $clk_io_pct] -clock clk0 [all_outputs]
==> flow/design.v <==
module counter (clk,rst,cnt_val,ovf);
parameter max =16;
input clk,rst;
output reg[max-1:0]cnt_val;
output reg ovf;
always @(posedge clk or posedge rst)
if(rst==1)
begin
cnt_val=0;
ovf=1'b0;
end
else if(rst==0)
if(cnt_val>=2**(max)-1)
begin  
ovf=1;
        cnt_val=0;
end
  else
begin
cnt_val=cnt_val+1;
ovf=0;
end
else
begin
cnt_val=cnt_val;
ovf=ovf;
end
endmodule
==> flow/run.sh <==
#!/bin/bash
# OpenROAD 26Q1-2900-gdf79404cd8, Yosys 0.63+post, stock flow scripts
make -C /OpenROAD-flow-scripts/flow DESIGN_CONFIG=/design/flow/config.mk WORK_HOME=/design/flow/orfs finish
==> reports/results.tsv <==
stage	metric	value	unit
floorplan	fp_util	11.5	%
grt	grt_pass1_wl	3280	um
synth	ys_cells	72	
floorplan	coreArea	0.00721	sq mm
floorplan	die_w	106	um
clock_tree	cts.clk_slew.worst_paths	0.06	ns
min_path	hold_start	ovf	
placed_design	placed_cells	188	
clock_tree	insertion_delay	0.25	ns
synth	syn_area_per_cell	11.5	sq um
floorplan	dieArea	0.0112	sq mm
route	antennaDiodeCount	0	
clock_tree	cts_setup_buffers	0	
power_and_ir_drop	p_total	0.573	mW
grt	grt_pass1_vias	582	
clock_tree	hold_buffers	0	
timing	max_slew_margin	73.6	%
synth	synth_cells	72	
clock_tree	numClockSinks	17	
timing	worst_hold_slack	0.486	ns
clock_tree	ctsHtreeMaxLevel	1	
timing	setup_tns	0	ns
route	drt_iter0_drc	17	
critical_path	crit_start	rst	
critical_path	r2r_end	cnt_val[1]	
critical_path	worstPathRequired	3.62	ns
route	totalWireLength	1880	um
finish	mostFrequentLayoutCell	clkdlybuf4s50_1	
finish	areaGrowthSynthToFinish	40.9	%
status	outcome	finished clean	
floorplan	io-pin-count	19	
route	drc_errors	0	
floorplan	rows	31	
power_and_ir_drop	ir_worst_vdd	0.126	mV
timing	fin_ws	1.42	ns
flow_run	tool_warnings	25	
synth	netlist.area_leader.share	51.4	%
timing	fin_skew	0.00476	ns
synth	ys_seq_share	51.4	%
timing	rsz0062_at_grt	no	
clock_tree	clk_path_buf_depth	2	
synth	yosysChipArea	828	sq um
synth	ys.flops	17	
synth	topCellsByArea	dfrtp_1, xnor2_1, xor2_1, nand4_1, nor2_1	
clock_tree	cts_root_buf	clkbuf_8	
timing	hold_viol_final	0	
route	dr.pass1.iters	2	
flow_run	drv_cap	0	
min_path	min_path_type	flop to flop	
grt	antenna_found_initial	0	
critical_path	critPathKind	input port to flop	
grt	overflow	0	
min_path	holdPathStages	1	
finish	drive_above_1_share	10.8	%
power_and_ir_drop	power_density	491	mW/mm^2
timing	report.final.setup_viol	0	
critical_path	r2r_cells	5	
synth	yosysWarnings	1	
clock_tree	cts-buffers-inserted	3	
placed_design	portBuffers	18	
power_and_ir_drop	leakage	0.493	nW
timing	period_used_share	59.3	%
grt	grt_max_degree	19	
finish	layout_top_cells	clkdlybuf4s50_1, dfrtp_1, xnor2_1, nor2_1, xor2_1	
timing	worst_slew_pin_slew	0.395	ns
critical_path	r2r_start	cnt_val[0]	
synth	synth_cell_types	24	
critical_path	crit_fanout	9	
critical_path	crit_arrival	2.20	ns
placed_design	place_congestion	0.775	
clock_tree	cts_tree	yes	
placed_design	hpwl	1450	um
grt	track_usage	3.60	%
min_path	holdPathEnd	ovf	
finish	fin_cells	192	
route	routed_via_density	3.07	
route	ant_nets	0	
critical_path	critPathLaunchType	input port	
clock_tree	cts_resized	0	
timing	drv_slew	0	
placed_design	place_ws	1.14	ns
synth	top_area_cell	dfrtp_1	
floorplan	die_h	106	um
timing	fmax	481	MHz
route	post_drt_wl_per_cell	9.80	um
synth	syn_area	828	sq um
route	vias	590	
critical_path	r2r_setup_slack	1.89	ns
timing	period_needed	2.08	ns
critical_path	end_kind	flop	
==> power breakdown <==
group          leakage, nW  internal [mW]  switching, mW
registers            0.220          0.235         0.0476
clock network       0.0255         0.0789         0.0659
logic                0.247          0.101         0.0439
==> per-stage QoR <==
step	cell area [sq um]	utilization, %
after floorplan	828	-
after global placement	1120	15.5
after detailed placement	1120	15.5
after CTS	1170	16.2
after global routing	1170	16.2
final	1170	16.2
==> critical path, cell delays in order <==
cell and delay (ns):
clkdlybuf4s50_1 0.50, and3b_1 0.39, nand3_4 0.13, nor3_4 0.39, nor2_1 0.09
==> Yosys cell counts <==
master   count
nand4_1      5
nor2_1       8
and4b_1      1
and4_2       1
and4_1       1
xor2_1       6
and2_1       1
xnor2_1      8
buf_4        1
nand3_4      1
or3_1        1
a21o_1       1
ha_1         1
and3_1       1
nand3_1      5
and3b_1      1
nand4_4      1
mux2i_1      1
nor3_4       1
and3_2       1
inv_1        2
dfrtp_1     17
nand2_1      5
buf_6        1
==> state kept, by name, summed over array words and instances (netlist names) <==
name and count:
cnt_val 16, ovf 1
==> cells by family (layout without fill, tap and decap cells) <==
family	count (synthesis)	in the layout	share of synthesized area (%)
flops	17	17	51.4
fa+ha+maj	1	1	1.51
buf+inv	4	25	3.17
xor+xnor	14	14	14.8
compound gates	1	1	0.907
simple gates	34	34	27.0
mux	1	1	1.21
==> how the worst max path moves through the flow <==
stage     slack [ns]    endpoint  depth (start not counted)
5_1_grt         1.28  cnt_val[1]                          5
6_report        1.42  cnt_val[1]                          5
4_1_cts         1.41  cnt_val[1]                          5
==> area by class of cell <==
type | count | area [sq um]
fill | 825 | 6050
tap | 99 | 124
inverter | 2 | 7.51
timing repair buffer | 19 | 188
clock inverter | 1 | 5.00
clock buffer | 3 | 41.3
multi-input combinational | 51 | 377
sequential | 17 | 425
==> per-layer routing <==
metal | vias to the layer above | part of all wire, % | track usage [%]
li1 | 293 | - | -
met1 | 284 | 44 | 4.89
met2 | 13 | 48 | 5.48
met3 | 0 | 7.8 | 1.53
met4 | 0 | 0 | 0.193
met5 | - | 0 | 0
No activity file was given, so power comes from the tool's default toggle rates.
